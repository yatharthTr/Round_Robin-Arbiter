### design.v
module MUX(
    reset,
    clk,
    sel_one_hot,
    data_in_bus,
    data_out
);
    parameter channels=8,width=32;
    input reset,clk;
    input [channels-1:0]sel_one_hot;
    input [channels*width-1:0]data_in_bus;
    output reg [width-1:0]data_out;
    function integer decimal;
        input [channels-1:0] hot_one_code;
        integer i;
        for (i=0;i<channels;i=i+1)
            if(hot_one_code[i])
                decimal=i;
    endfunction
    always @(*)
    begin
        data_out=data_in_bus[((decimal(sel_one_hot)+1)*width-1)-:width];
    end
endmodule
module next_grant_pre_calculator(
    request,
    grant,
    next_grant,
    reset,
    clk,
    priorities
);
    parameter channels=8;
    input reset;
    input clk;
    input [channels-1:0]request;
    input [channels-1:0]grant;
    output reg [channels-1:0]next_grant;
    output reg [channels-1:0]priorities;
    parameter Reset=2'b01;
    parameter Next_grant=2'b10;
    reg [1:0]state;
    always @(posedge clk)
    begin
        if(reset)
        begin
            state<=Reset;
        end
        else
        begin
            case(state)
                Reset:
                begin
                    state<=Next_grant;
                end
                Next_grant:
                begin
                    state<=state;
                end
                default:
                begin
                    state<=Reset;
                end
            endcase;
        end
    end
    always @(posedge clk)
    begin
        if(reset)
        begin
            next_grant=0;
            priorities=0;
        end
        else
        begin
            case(state)
                Reset:
                begin
                    priorities=~0;
                    next_grant=0;
                end
                Next_grant:
                begin
                    priorities=(~{grant[channels-2:0],grant[channels-1]})+1'b1;
                    if(priorities==0)
                    begin
                        priorities=~0;
                    end
                    else
                    begin
                        priorities=priorities;
                    end
                    next_grant=request&priorities;
                    if((next_grant==0)&& (request!=0))
                    begin
                        next_grant=request;
                    end
                end
                default:
                begin
                    priorities=priorities;
                    next_grant=next_grant;
                end
            endcase;
        end
    end
endmodule
module grant_request(
    request,
    next_grant,
    clk,
    reset,
    grant,
    priorities,
    weight
);
    parameter channels=8;
    parameter width=32;
    parameter max_weight=16;
    input reset;
    input clk;
    input [channels-1:0] request;
    input [channels-1:0] next_grant;
    input [channels-1:0] priorities;
    input [width-1:0] weight;
    output reg [channels-1:0]grant;
    reg [1:0]state;
    reg [channels-1:0] blk_request;
    reg [width-1:0] blk_weight;
    reg [width-1:0] blk_counting;
    parameter Reset=2'b00;
    parameter Granting_process=2'b01;
    parameter get_weight=2'b10;
    parameter counting=2'b11;
    always @(posedge clk)
    begin
        if(reset)
        begin
            blk_request=0;
        end
        else
        begin
            blk_request=request;
        end
    end
    always @(posedge clk)
    begin
        if(reset)
        begin
            state<=Reset;
        end
        else
        begin
            case(state)
                Reset:
                begin
                    state<=Granting_process;
                end
                Granting_process:
                begin
                    if(grant!=0)
                    begin
                        state<=get_weight;
                    end
                    else
                    begin
                        state<=state;
                    end
                end
                get_weight:
                begin
                    state<=counting;
                end
                counting:
                begin
                    if(blk_counting>=blk_weight)
                    begin
                        state<=Granting_process;
                    end
                    else if(blk_counting>=max_weight)
                    begin
                        state<=Granting_process;
                    end
                    else
                    begin
                        state<=state;
                    end
                end
                default:
                begin
                    state<=Reset;
                end
            endcase;
        end
    end
    always @(posedge clk)
    begin
        if(reset)
        begin
            grant=0;
        end
        else
        begin
            case(state)
                Reset:
                begin
                    grant=0;
                    blk_counting=0;
                    blk_weight=0;
                end
                Granting_process:
                begin
                    grant=request&next_grant&(~next_grant+1);
                    blk_counting=32'd2;
                end 
                get_weight:
                begin
                    blk_weight=weight;
                end
                counting:
                begin
                    blk_counting=blk_counting+1;
                    grant=grant;
                end
                default:
                begin
                    blk_counting=blk_counting;
                    grant=grant;
                end
            endcase;
        end
    end
endmodule
module final_RRB(
    reset,
    clk,
    request,
    weight,
    grant,
);
    parameter width=32;
    parameter channels=8;
    input reset;
    input clk;
    input [channels-1:0] request;
    input[channels*width-1:0]weight;
    output wire [channels-1:0] grant;
    wire [width-1:0]get_weight;
    wire [channels-1:0] next_grant;
    wire [channels-1:0] priorities;
    MUX m0(
        .reset(reset),
        .clk(clk),
        .sel_one_hot(grant),
        .data_in_bus(weight),
        .data_out(get_weight)
    );
    next_grant_pre_calculator N0(
        .reset(reset),
        .clk(clk),
        .request(request),
        .grant(grant),
        .next_grant(next_grant),
        .priorities(priorities)
    );
    grant_request g0(
        .reset(reset),
        .clk(clk),
        .request(request),
        .grant(grant),
        .next_grant(next_grant),
        .priorities(priorities),
        .weight(get_weight)
    );
endmodule
### run.sh
#!/bin/bash
# OpenROAD 26Q1-2900-gdf79404cd8, Yosys 0.63+post, stock flow scripts
make -C /OpenROAD-flow-scripts/flow DESIGN_CONFIG=/design/flow/config.mk WORK_HOME=/design/flow/orfs finish
### config.mk
export PLATFORM = sky130hd
export DESIGN_NAME = final_RRB
export DESIGN_NICKNAME = final_RRB
export VERILOG_FILES = /design/flow/design.v
export SDC_FILE = /design/flow/constraint.sdc
export NUM_CORES = 4
export LEC_CHECK = 1
export CORE_UTILIZATION = 50
### constraint.sdc
current_design final_RRB

set clk_period 12.3
set clk_io_pct 0.2

create_clock -name clk0 -period $clk_period [get_ports {clk}]

set non_clock_inputs [all_inputs -no_clocks]
set_input_delay [expr $clk_period * $clk_io_pct] -clock clk0 $non_clock_inputs
set_output_delay [expr $clk_period * $clk_io_pct] -clock clk0 [all_outputs]
==> summary.rpt <==
PLACEMENT
----------------------------------------------------------------------------------------
Final weighted congestion of routability-driven global placement                   1.063
DPL Wire Length                                                                21,160 um
Cell count after placement                                                         1,013
Port bufs                                                                            273

POWER AND IR DROP
----------------------------------------------------------------------------------------
Lkg Pwr                                                                         3.759 nW
Combinational power share                                                          24.5%
Power dissipated by switching net loads                                        0.1876 mW
Switching portion of total power                                                  24.41%
Clock share of power                                                               32.2%
Portion of total power attributed to sequential cells                              43.2%
P per Cell Area                                                             77.61 mW/mm2
Worst supply voltage drop on vdd                                              0.07727 mV
Int Power                                                                      0.5810 mW

LOGIC SYNTHESIS
----------------------------------------------------------------------------------------
Async set-reset flop share out of synthesis                                           0%
Average instance area after synthesis                                          11.56 um2
Yosys warning tally                                                                    3
Ys flops                                                                              85
Chip Area, Yosys                                                            0.006822 mm2
Synthesized-area fraction occupied by and/or/nand/nor cells                       15.26%
Mux cell area share                                                               21.64%
Dominant kind of combinational cell                                         multiplexers
Adder share                                                                       6.787%
Number of cells in the yosys synthesis report                                        590
Distinct cell type count of the synthesized netlist                                   68
Netlist Area Pre-Place                                                      0.006822 mm2
Post-synthesis share of cell area spent on xor and xnor gates                     3.338%
AND-OR/OR-AND share of the synthesized area                                       12.91%
Fraction of the yosys area taken by sequential cells                              34.34%
Synth Instances                                                                      590
Flip-flops with a built-in enable                                                     64
Dominant register cell in the synthesized netlist                               edfxtp_1

ROUTE
----------------------------------------------------------------------------------------
Overall via count from detail_route                                                6,485
Via-per-instance ratio                                                             6.278
Avg WL per Cell                                                                 25.13 um
Total wire length                                                              25,960 um
Number of search-and-repair iterations in the first detailed-routing pass              5
Final ANT Viol Nets                                                                    0
Detailed Route Iter0 Violations                                                      571
DRC Markers                                                                            0

WORST SETUP PATH
----------------------------------------------------------------------------------------
Category of the critical setup timing path                                        in2reg
Worst Setup End Kind                                                           flip-flop
Critical Path Source                                                               reset
Worst Reg2Reg Path Length in Cells                                                     9
Worst setup path endpoint                                                    g0.grant[6]
Arrival time reported for the critical path endpoint                             4590 ps
Category of the worst setup path launch point                                 input port
Required time of the critical path                                             12,580 ps
Setup slack of the worst register-to-register path                               8250 ps
Worst-path fanout max                                                                 14
R2R Path Start                                                               g0.grant[2]
Reg-to-Reg End                                                              g0.blk_weight[2]

GLOBAL ROUTE
----------------------------------------------------------------------------------------
Antenna violations before repair                                                       4
Pin count of the biggest net entering global routing                                  47
Wire length of the first global-routing pass                                   39,200 um
Number of global-route vias before repair                                          6,727
GRT Total Usage                                                                   40.19%
Aggregate global routing overflow                                                      0

FINAL LAYOUT
----------------------------------------------------------------------------------------
Top logic cell by instance count in the layout                              clkdlybuf4s50_1
FILL cells                                                                           828
Fraction of final layout cells sized beyond drive strength 1                      11.96%
Sequential cell area in the final layout                                    0.002342 mm2
Layout overhead on the synthesized area                                           45.19%
Utilization of the core after routing                                             74.50%
Combinational gate area                                                     0.004096 mm2
Most common logic cells in the final layout                                 clkdlybuf4s50_1, edfxtp_1, mux4_2, inv_1, ha_1
Number of non-filler instances in the completed layout                             1,033

FLOORPLANNING
----------------------------------------------------------------------------------------
Floorplan die area                                                           0.01411 mm2
Overall die height                                                              118.8 um
Floorplan Utilization                                                             51.31%
Die width                                                                       118.8 um
I/O pins                                                                             274
Placeable core area                                                          0.01330 mm2
Num rows                                                                              42

STA
----------------------------------------------------------------------------------------
Final Slew Violations                                                                  0
Post-route clock skew                                                           4.203 ps
Peak clock frequency supported by timing                                       231.9 MHz
Final tally of hold violations                                                         0
Worst slew slack as a fraction of its limit                                       36.43%
Tightest Pin Transition                                                         944.9 ps
Final worst path period share                                                     35.05%
Unrepaired setup endpoints after global routing                                    false
Minimum period implied by the final worst setup slack                            4312 ps
Final setup violating endpoints                                                        0
Setup TNS after final layout                                                        0 ps

CLOCK NETWORK
----------------------------------------------------------------------------------------
Resized Gates After CTS                                                                0
Insertion delay of the later-clocked pin in the worst-skew pair                   340 ps
Clock root buffer                                                              clkbuf_16
Largest buffer count on any clock path                                                 2
Setup repair bufs after CTS                                                            0
Clock sink count                                                                      85
Post-cts hold-fix buffer tally                                                         0
Clock-pin slew on the worst setup and hold paths                                   60 ps
CTS tree                                                                             yes
H-Tree Level Count                                                                     3
Number of clock buffers inserted by TritonCTS                                          9

RUN STATUS
----------------------------------------------------------------------------------------
Result of the run                                                           complete, no violations

MIN PATH
----------------------------------------------------------------------------------------
Type of the worst min-delay path                                                 reg2reg

RUN
----------------------------------------------------------------------------------------
OpenROAD warning count                                                                28
Number of max-cap violations                                                           0

power groups by stage:
stage / sequential (mW) / clock, mW / combinational (mW)
CTS: 0.332 / 0.250 / 0.187
global route: 0.334 / 0.260 / 0.200
finish: 0.332 / 0.248 / 0.189
Yosys cell counts (2+ instances only):
cell type | instances | area (um2)
buf_2 | 9 | 45.04
a22o_1 | 34 | 297.8
or4_1 | 4 | 30.03
nand3b_1 | 3 | 22.52
and3_1 | 6 | 37.54
nor3b_1 | 5 | 37.54
xor2_1 | 8 | 70.07
a21oi_1 | 13 | 65.06
o31ai_1 | 3 | 22.52
a21boi_0 | 5 | 37.54
ha_1 | 37 | 462.9
nand2_1 | 33 | 123.9
edfxtp_1 | 64 | 1922
buf_4 | 5 | 37.54
o211ai_1 | 6 | 45.04
a211oi_1 | 7 | 52.55
and2_1 | 23 | 143.9
nor3_1 | 11 | 55.05
nor2_1 | 18 | 67.56
a21o_1 | 5 | 37.54
inv_1 | 45 | 168.9
nand2b_1 | 3 | 18.77
dfxtp_1 | 21 | 420.4
nor4_1 | 11 | 68.82
xnor2_1 | 18 | 157.7
and4b_1 | 2 | 20.02
clkbuf_1 | 11 | 41.29
o21ai_0 | 11 | 55.05
a22oi_1 | 2 | 15.01
buf_6 | 8 | 90.09
nor2_4 | 2 | 22.52
mux2i_1 | 5 | 50.05
nand3_1 | 17 | 85.08
a32o_1 | 3 | 30.03
mux4_2 | 61 | 1374
nor2b_1 | 8 | 50.05
and4_1 | 6 | 52.55
a31o_2 | 5 | 43.79
mux4_1 | 2 | 52.55
or3_1 | 5 | 31.28
a31oi_1 | 2 | 12.51
nand4_1 | 17 | 106.4
layout make-up:
class,instances,area share (%)
Sequential cell,85,23.65
Clock inverter,5,0.3663
Inverter,46,1.756
Timing Repair Buffer,281,28.20
Clock buffer,11,2.350
Antenna cell,4,0.1011
Tap cell,176,2.223
Multi-Input combinational cell,425,41.36
critical path, cell delays in order:
cell             delay, ps
clkdlybuf4s50_1        690
inv_1                  220
nand2_1                 90
nor3_1                 580
nor3b_1                340
nand4_1                130
nand2_1                 90
how the worst min path moves through the flow:
stage,start,endpoint,slack (ps),cells past startpoint
4_1_cts,N0.next_grant[3],g0.grant[3],490,2
5_1_grt,N0.next_grant[6],g0.grant[6],520,2
6_report,N0.next_grant[3],g0.grant[3],490,2
kinds of logic (layout without fill, tap and decap cells):
logic type,after synthesis,in the layout
buf+inv,80,343
fa+ha+maj,37,37
xor+xnor,26,26
mux,68,68
simple gates,181,181
flops,85,85
other cells,0,4
compound gates,113,113
state kept, by name (all words and copies together) (netlist names):
signal,flops
g0.state,3
g0.grant,8
g0.blk_weight,32
N0.state,2
g0.blk_counting,32
N0.next_grant,8
layer usage:
layer	vias to the layer above	routed length, um	track usage, %
li1	2854	-	-
met1	3151	10380	61.17
met2	416	11270	55.19
met3	60	3633	20.77
met4	4	644	7.516
met5	-	27	0
through the flow:
stage	worst slack, ps	power, mW	hold WS, ps	cell area, um2
after global routing	7907	0.7946	518.4	9897
final	7988	0.7686	489.0	9905
after floorplan	6975	0.4122	445.8	6822
after CTS	8072	0.7684	491.3	9894
after global placement	7828	0.5181	474.2	9625
after detailed placement	7725	0.5225	479.4	9625
Power figures rest on the tool's default switching activity, not on a simulated workload.
